--- /design/flow/design.v ---
module decode
(
	input  wire        clk,
	input  wire        rst,
	input  wire [31:0] instr,
	input  wire [31:0] instr_addr,
	input  wire        valid,
	output wire        ready,
	output reg  [31:0] q_instr,
	output reg  [31:0] q_instr_addr,
	output reg  [31:0] q_r1,
	output reg  [31:0] q_r2,
	output reg  [31:0] q_r2s,
	output reg  [ 4:0] q_alu_op,
	output reg  [31:0] q_jmp_addr,
	output reg         q_valid,
	input  wire        q_ready,
	input  wire [ 4:0] write_reg_number,
	input  wire [31:0] write_reg_value,
	input  wire        write_reg,
	input  wire        jmp,
	input  wire        stall,
	output wire [31:0] r5,
	output wire [31:0] r6,
	output wire [31:0] r7,
	output wire [31:0] r10
);
wire [31:0] j_imm = {{12{instr[31]}}, instr[19:12], instr[20], instr[30:21], 1'b0};
wire [31:0] b_imm = {{20{instr[31]}}, instr[7], instr[30:25], instr[11:8], 1'b0};
reg  [31:0] r [0:31];
assign r5 = r[5];
assign r6 = r[6];
assign r7 = r[7];
assign r10 = r[10];
assign ready = (!q_valid || q_ready) && !stall;
integer i;
initial
begin
	for (i = 0; i < 32; i = i + 1)
		r[i] = 32'h0;
	q_valid = 1'b0;
end
always @(posedge clk or posedge rst)
begin
	if (rst)
	begin
		r[0] <= 32'h0;
		q_valid <= 1'b0;
	end
	else
	begin
		if (write_reg)
		begin
			r[write_reg_number] <= write_reg_value;
		end
		if (valid && (!q_valid || q_ready) && !jmp && !stall)
		begin
			q_instr <= instr;
			q_instr_addr <= instr_addr;
			q_r1  <= r[instr[19:15]];
			q_r2  <= instr[5] ? r[instr[24:20]] : {{20{instr[31]}}, instr[31:20]};
			q_r2s <= r[instr[24:20]];
			q_valid <= 1'b1;
			casex ({instr[30], instr[25], instr[14:12], instr[6:0]})
				12'bxx_000_0010011: q_alu_op <= 5'h00;
				12'bxx_xxx_0000011: q_alu_op <= 5'h00;
				12'bxx_010_0010011: q_alu_op <= 5'h0D;
				12'bxx_011_0010011: q_alu_op <= 5'h0E;
				12'bxx_100_0010011: q_alu_op <= 5'h04;
				12'bxx_110_0010011: q_alu_op <= 5'h03;
				12'bxx_111_0010011: q_alu_op <= 5'h02;
				12'bxx_001_0010011: q_alu_op <= 5'h05;
				12'b0x_101_0010011: q_alu_op <= 5'h06;
				12'b1x_101_0010011: q_alu_op <= 5'h07;
				12'b00_000_0110011: q_alu_op <= 5'h00;
				12'b10_000_0110011: q_alu_op <= 5'h01;
				12'bx0_010_0110011: q_alu_op <= 5'h0D;
				12'bx0_011_0110011: q_alu_op <= 5'h0E;
				12'bx0_100_0110011: q_alu_op <= 5'h04;
				12'bx0_110_0110011: q_alu_op <= 5'h03;
				12'bx0_111_0110011: q_alu_op <= 5'h02;
				12'bx0_001_0110011: q_alu_op <= 5'h05;
				12'b00_101_0110011: q_alu_op <= 5'h06;
				12'b10_101_0110011: q_alu_op <= 5'h07;
				12'bxx_xxx_0110111: q_alu_op <= 5'h08;
				12'bxx_xxx_0010111: q_alu_op <= 5'h09;
				12'bxx_xxx_110x111: q_alu_op <= 5'h0A;
				12'bxx_000_1100011: q_alu_op <= 5'h0B;
				12'bxx_001_1100011: q_alu_op <= 5'h0C;
				12'bxx_100_1100011: q_alu_op <= 5'h0D;
				12'bxx_101_1100011: q_alu_op <= 5'h0F;
				12'bxx_110_1100011: q_alu_op <= 5'h0E;
				12'bxx_111_1100011: q_alu_op <= 5'h10;
				12'b01_000_0110011: q_alu_op <= 5'h18;
				12'b01_001_0110011: q_alu_op <= 5'h19;
				12'b01_010_0110011: q_alu_op <= 5'h1A;
				12'b01_011_0110011: q_alu_op <= 5'h1B;
				12'b01_100_0110011: q_alu_op <= 5'h1C;
				12'b01_101_0110011: q_alu_op <= 5'h1D;
				12'b01_110_0110011: q_alu_op <= 5'h1E;
				12'b01_111_0110011: q_alu_op <= 5'h1F;
				12'bxx_xxx_0100011: q_alu_op <= 5'h11;
				default:            q_alu_op <= 5'h00;
			endcase
			q_jmp_addr <= instr[6:0] == 7'h63 ? instr_addr + b_imm : instr_addr + j_imm;
		end
		else if (q_ready)
			q_valid <= 1'b0;
	end
end
endmodule
--- /design/flow/run.sh ---
#!/bin/bash
# OpenROAD 26Q1-2900-gdf79404cd8, Yosys 0.63+post, stock flow scripts
make -C /OpenROAD-flow-scripts/flow DESIGN_CONFIG=/design/flow/config.mk WORK_HOME=/design/flow/orfs finish
--- /design/flow/config.mk ---
export PLATFORM = sky130hd
export DESIGN_NAME = decode
export DESIGN_NICKNAME = decode
export VERILOG_FILES = /design/flow/design.v
export SDC_FILE = /design/flow/constraint.sdc
export NUM_CORES = 4
export LEC_CHECK = 1
export CORE_UTILIZATION = 40
--- /design/flow/constraint.sdc ---
current_design decode

set clk_period 19.0
set clk_io_pct 0.2

create_clock -name clk0 -period $clk_period [get_ports {clk}]

set non_clock_inputs [all_inputs -no_clocks]
set_input_delay [expr $clk_period * $clk_io_pct] -clock clk0 $non_clock_inputs
set_output_delay [expr $clk_period * $clk_io_pct] -clock clk0 [all_outputs]
==> impl_metrics.csv <==
group,metric,value,unit
status,status,"completed",
route,route.detailed.drc,0,
cts,tritoncts,"yes",
logic_synthesis,yosys_warnings,2,
sta,fmax,0.1151,GHz
route,via_per_inst,7.013,
logic_synthesis,ys_seq_elements,1221,
sta,setup-violations-final,0,
worst_setup_path,critPathMaxFanout,2,
die,dieArea,132600,µm²
pwr,ir_worst_vdd,0.00008023,V
logic_synthesis,postSynth.asyncResetShare,0.02703,
sta,rsz0062_at_grt,"no",
worst_setup_path,crit_type,"primary input to output pin",
sta,finalSetupTns,0,ps
global_routing,grt_max_degree,63,
logic_synthesis,ys_sh_mux,0.01179,
global_routing,first_global_vias,43989,
cells_and_area,layout-drive-gt1-share,0.1323,
sta,finalClockSkew,34.87,ps
route,detail_route.wl_per_cell,43.68,µm
route,ant_nets,0,
route,drt_pass1_iterations,13,
worst_setup_path,crit_path_end_kind,"output pin",
cts,root_buffer,"clkbuf_16",
worst_setup_path,cp.arrival,4890,ps
cts,cts_resized,0,
logic_synthesis,netlist_area,52450,µm²
cts,clk_pin_slew_worst_paths,60,ps
route,drtIter0Drc,4834,
cells_and_area,area_growth,23.12,%
die,rows,132,
logic_synthesis,syn_inst,3769,
place,dp_cells,5907,
cts,cts_buffers,137,
sta,relSlewSlack,0.1809,
sta,tightest_slew,1226,ps
cells_and_area,comb_area,15330,µm²
cts,post-cts-setup-buffer-count,0,
sta,hold_viol,0,
logic_synthesis,synth-edff-count,1188,
die,initial_utilization,0.4040,
logic_synthesis,simple_gate_area_frac,0.08543,
sta,min_period,8689,ps
logic_synthesis,aoi_share,0.1690,
logic_synthesis,flop_cell,"edfxtp_1",
pwr,powerDensity,95.35,nW/µm²
cells_and_area,final_cells,6176,
sta,hold_slack,538.9,ps
worst_setup_path,start_kind,"primary input",
route,routed_wl,269800,µm
cts,clk_latency,810,ps
logic_synthesis,ys_cells,3769,
logic_synthesis,syn_avg_cell_area,13.91,µm²
cts,holdBufCountCts,0,
global_routing,grt-ovfl-total,0,
cells_and_area,ff_latch_area,36500,µm²
logic_synthesis,adder_share,0.008255,
cells_and_area,lay_top_cells,"edfxtp_1, a22oi_1, clkdlybuf4s50_1, nand2_1, buf_4",
cells_and_area,fill_cells,11027,
die,die_y,364.1,µm
die,io_pins,435,
cts,clockBufferDepth,3,
logic_synthesis,netlist-cell-type-count,76,
worst_setup_path,required,15200,ps
die,core,129800,µm²
cts,cts_max_level,4,
job,maxCapViolCount,0,
place,hpwl,162500,µm
logic_synthesis,logic_family,"AND-OR/OR-AND gates",
global_routing,grt_usage,0.4376,
sta,final.period_utilization,0.4573,
global_routing,antenna_found_initial,12,
logic_synthesis,synthXorXnorAreaFrac,0.005010,
place,io_buffer_count,434,
logic_synthesis,ys_chip_area,52450,µm²
sta,slew_viol_final,0,
logic_synthesis,synth_seq_share,0.6960,
pwr,p_leak,21.53,nW
cells_and_area,lay_top_count,"edfxtp_1",
global_routing,grt_pass1_wl,359700,µm
place,gp_congestion,1.063,
route,vias,43314,
die,die_width,364.1,µm
cts,clock_sinks,1221,
hold_path,hp-class,"flip-flop to flip-flop",
job,warning_count,29,
==> synthesized netlist by cell type, drive strengths merged, types with 5 or more instances <==
master,n,area share
o21a,5,0.00072
a22o,11,0.0018
a222oi,25,0.0048
edfxtp,1188,0.68
and3,23,0.0027
mux2i,10,0.0019
o21ai,46,0.0044
a2111oi,8,0.0016
dfrtp,33,0.016
a211oi,9,0.0013
a22oi,847,0.12
xnor2,20,0.0033
nand2,258,0.018
a311oi,5,0.00083
nand2b,20,0.0024
ha,33,0.0079
a21o,45,0.0064
mux2,46,0.0099
nor4,28,0.0033
and2,13,0.0016
nor2,240,0.018
nor3b,10,0.0015
inv,25,0.0018
or3,9,0.0011
buf,146,0.015
xor2,10,0.0017
nor2b,15,0.0018
a31oi,14,0.0017
nand3,66,0.0063
a32oi,16,0.0027
clkbuf,113,0.0081
nand4,114,0.014
nand3b,15,0.0022
o211ai,5,0.00072
a221oi,10,0.0017
and4,7,0.0012
a21oi,136,0.013
nor3,85,0.0084
==> critical path, cell delays in order <==
cell	delay, ps
clkdlybuf4s50_1	470
nor2_1	60
nor2_1	90
clkdlybuf4s50_1	470
==> path summary, 6_finish.rpt <==
kind / from / slack, ps / cells after the start / end
worst max register to register: q_valid / 15600 / 7 / q_alu_op[2]
min in group asynchronous: rst / 3560 / 3 / r[0][17]
worst min-delay path: r[0][25] / 540 / 1 / r[0][25]
worst max-delay path: q_ready / 10310 / 4 / ready
worst min register to register: r[0][25] / 540 / 1 / r[0][25]
max in group asynchronous: rst / 14500 / 4 / r[0][4]
==> cells by family after synthesis <==
logic type | Yosys count
buf+inv | 284
xor+xnor | 30
simple gates | 924
fa+ha+maj | 34
flops | 1221
mux | 56
compound gates | 1220
==> layout make-up <==
cell class,count,share of cell area
clock buffers,187,0.05906
well taps,1742,0.03375
diodes,19,0.0007363
inverters,25,0.001453
flip-flops and latches,1221,0.5653
clock inverters,63,0.01015
repair buffers,655,0.09220
multi-input cells,2264,0.2374
==> layer usage <==
layer / GRT usage / vias to the layer above / wire [µm]
met5: 0.1256 / - / 1918
met4: 0.2415 / 47 / 21440
met3: 0.3766 / 1335 / 55950
met2: 0.5754 / 4816 / 110600
met1: 0.4714 / 20640 / 79850
li1: - / 16476 / -
==> power by group <==
group	total, mW	switching [mW]	internal (mW)
combinational	0.448	0.302	0.146
clock	2.68	1.12	1.56
sequential	3.03	0.0256	3.00
total	6.16	1.45	4.71
==> through the flow <==
step,worst slack (ps),power [mW],util,area (µm²)
6_report,10310,6.157,0.4974,64570
5_1_grt,10260,6.286,0.4972,64540
4_1_cts,10290,6.142,0.4971,64520
3_5_place_dp,10290,3.512,0.4626,60060
3_3_place_gp,10250,3.512,0.4626,60060
2_1_floorplan,432.1,3.272,-,52450
==> state kept, by name, summed over array words and instances (netlist names) <==
register and cells:
q_r2 32, r 1024, q_r1 32, q_jmp_addr 31, q_instr_addr 32, q_instr 32
q_valid 1, q_alu_op 5, q_r2s 32
Power and IR drop assume default switching activity.
